$ cat design/flow/run.sh
#!/bin/bash
# OpenROAD 26Q1-2900-gdf79404cd8, Yosys 0.63+post, stock flow scripts
make -C /OpenROAD-flow-scripts/flow DESIGN_CONFIG=/design/flow/config.mk WORK_HOME=/design/flow/orfs finish
$ cat design/flow/config.mk
export PLATFORM = sky130hd
export DESIGN_NAME = lfsr
export DESIGN_NICKNAME = lfsr
export VERILOG_FILES = /design/flow/design.v
export SDC_FILE = /design/flow/constraint.sdc
export NUM_CORES = 4
export LEC_CHECK = 1
export CORE_AREA = 10 10 70 70
export DIE_AREA = 0 0 80 80
$ cat design/flow/constraint.sdc
current_design lfsr

set clk_period 1.2
set clk_io_pct 0.2

create_clock -name clk0 -period $clk_period [get_ports {clk}]

set non_clock_inputs [all_inputs -no_clocks]
set_input_delay [expr $clk_period * $clk_io_pct] -clock clk0 $non_clock_inputs
set_output_delay [expr $clk_period * $clk_io_pct] -clock clk0 [all_outputs]
$ cat design/flow/design.v
module lfsr #(
	parameter BITS = 7
)(
	input logic clk,
	input logic en,
	input logic rst,
	output logic [BITS-1:0] data_out
);
logic [BITS-1:0] sreg;
always_ff @ (posedge clk, posedge rst) begin
	if (rst)	sreg <= {BITS{1'b1}};
	else if (en)	sreg <= {sreg[BITS-2:0], sreg[6] ^ sreg[2]};
end
assign data_out = sreg;
endmodule
==> deck_impl_summary.md <==
Run Summary

Outcome
  • Outcome: complete, no violations

Floorplan
  • Die height: 80 um
  • Area inside the core boundary: 3420 sq um
  • I/O pin count: 10
  • Die width: 80 um
  • Initial cell density of the core: 8.97%
  • Core Rows: 21
  • Chip footprint: 6400 sq um

STA
  • Setup Viol. Count Final: 0
  • Top achievable clock speed: 907 MHz
  • Final-report hold violation count: 0
  • Worst slew slack as a fraction of its limit: 82.3%
  • Worst Clk Skew: 3.80 ps
  • Max-slew violation count: 0
  • Final-layout worst hold slack: 475 ps
  • Total negative setup slack: 0 ps
  • Final critical-path required period: 1100 ps
  • Slew @ Worst Pin: 265 ps
  • Final worst path period share: 91.9%
  • Unrepaired setup endpoints after global routing: false

Yosys
  • Synth Instances: 18
  • Top cell area share: 60.0%
  • Chip area in the Yosys report: 307 sq um
  • Seq share, synth: 60.0%
  • Largest area contributor in the netlist: sky130_fd_sc_hd__dfstp_2
  • Ys cells: 18
  • Cell area after technology mapping: 307 sq um
  • Top post-synthesis cells by area: sky130_fd_sc_hd__dfstp_2, sky130_fd_sc_hd__mux2_4, sky130_fd_sc_hd__buf_6
  • Number of warnings printed during yosys synthesis: 1
  • Flop and latch count out of synthesis: 7
  • Unique cell type count in the Yosys netlist: 7
  • Avg Cell Area, Syn: 17.0 sq um

Critical path
  • Classification of the worst setup path: flip-flop to output pin
  • Chain of cells forming the critical path: buf_2
  • Cell family with the largest share of critical-path delay: flip-flops
  • Crit path buffers/inverters: 1
  • Crit path largest cell delay: 530 ps
  • Kind of start point of the critical path: flip-flop
  • CP required: 960 ps
  • Slowest stage cell on the critical path: sky130_fd_sc_hd__dfstp_2
  • Endpoint type of the worst setup path: output pin
  • CP Data Arrival Time: 860 ps
  • Largest fanout of any net on the critical path: 2

Clock network
  • Clock Sinks: 7
  • Max clock buf depth: 2
  • Clock-pin slew on the worst setup and hold paths: 50 ps
  • # H-tree levels: 1
  • Cell chosen for the clock root: sky130_fd_sc_hd__clkbuf_4
  • Clock insertion delay at the later pin of the skew report: 250 ps
  • CTS tree: built
  • TritonCTS buffer count: 3

Run
  • OpenROAD warnings: 25
  • Reported max-cap violation count: 0

Place
  • Global placer's final weighted congestion: 0.792
  • Half-perimeter wire length after detailed placement: 539 um
  • IO Port Bufs: 9
  • Post-place instance area: 495 sq um

GRT
  • Overall track demand over capacity in global routing: 2.49%
  • Wire length of the first global-routing pass: 1210 um
  • Pin count of the biggest net entering global routing: 9
  • Initial antenna violation count: 0
  • Number of global-route vias before repair: 246
  • Overflow left after global routing: 0

Power
  • Leakage power total: 0.000220 uW
  • Max rail drop VDD: 1280 uV
  • Switching pwr: 300 uW
  • Fraction of power consumed by sequential logic: 39.6%
  • Clock network fraction of design power: 16.6%
  • Switching share of total power: 24.1%
  • Cell internal pwr: 948 uW
  • PD cells: 2530 nW/um^2
  • Comb pwr share: 43.8%

Layout
  • Flip-flop count of the largest register after layout: 7
  • Final core occ: 14.5%
  • Register name with the most flops: sreg
  • Fraction of final layout cells with drive strength greater than 1: 81.6%
  • Top Registers: sreg: 7 flops
  • Cell area after layout: 494 sq um
  • Relative area change from synthesis to final layout: 61.2%

Routing
  • Routed wire per std cell: 8.45 um
  • Diode count: 0
  • Per-cell via count in the routed design: 2.50
  • Final wirelength: 710 um
  • Detailed-route DRC error count: 0
  • Routed Antenna Nets: 0
  • Via total after detailed routing: 210
  • Initial DRC count: 0
  • Detailed Routing Iterations Pass 1: 1

Worst hold path
  • Tightest Hold Check Type: input port to async pin
cells in the mapped netlist (all sizes together):
cell type and instances:
a21oi 1, buf 1, dfstp 7, inv 1, mux2 6, nor2 1
xnor2 1
metrics by stage:
stage                     total power [uW]  std cells  setup slack, ps
after floorplan                        704         18              415
after global placement                1130         79            -59.0
after detailed placement              1140         79            -60.7
after CTS                             1290         84             1.27
after global routing                  1380         84             32.8
final                                 1250         84             97.0
power groups by stage:
stage         logic [uW]  clock network, uW  registers [uW]
global route         608                246             523
finish               546                208             494
CTS                  575                220             499
kinds of logic after synthesis:
family	synth area share, %
buffers and inverters	4.90
and+or+nand+nor	1.22
DFF	60.0
AOI/OAI and AO/OA	1.63
xor gates and xnor gates	2.86
muxes	29.4
timing repair:
| action | in CTS | in global routing |
|---|---|---|
| setup endpoints to repair | 7 | 2 |
| setup buffers | 1 | 0 |
| hold buffers | 0 | 0 |
| resized | 19 | 2 |
worst paths after layout:
path                                     startpoint                  end  slack, ps  depth (start not counted)
worst max-delay path            sreg[1]$_DFFE_PP1P_          data_out[1]        100                          1
worst min-delay path                            rst  sreg[3]$_DFFE_PP1P_        480                          2
worst max register to register  sreg[2]$_DFFE_PP1P_  sreg[0]$_DFFE_PP1P_        270                          3
worst min register to register  sreg[0]$_DFFE_PP1P_  sreg[0]$_DFFE_PP1P_        660                          3
max in group asynchronous                       rst  sreg[0]$_DFFE_PP1P_        700                          2
min in group clk0               sreg[0]$_DFFE_PP1P_  sreg[0]$_DFFE_PP1P_        660                          3
cell usage in the layout (no fill, tap or decap):
cell type                         count
sky130_fd_sc_hd__a21oi_1              1
sky130_fd_sc_hd__buf_2                5
sky130_fd_sc_hd__buf_4                8
sky130_fd_sc_hd__clkbuf_1             1
sky130_fd_sc_hd__clkbuf_2             2
sky130_fd_sc_hd__clkbuf_4             3
sky130_fd_sc_hd__clkdlybuf4s50_1      2
sky130_fd_sc_hd__dfstp_2              7
sky130_fd_sc_hd__inv_1                1
sky130_fd_sc_hd__mux2_4               6
sky130_fd_sc_hd__nor2_1               1
sky130_fd_sc_hd__xnor2_1              1
layer usage:
layer / vias up / share of wire, % / track usage, %
met5: - / 0 / 0
met4: 0 / 0 / 0.352
met3: 0 / 9.9 / 1.70
met2: 11 / 28 / 2.73
met1: 101 / 62 / 3.78
li1: 98 / - / -
layout make-up:
| class | instances | area [sq um] |
|---|---|---|
| Sequential cell | 7 | 184 |
| Clock buffer | 4 | 26.3 |
| Fill cell | 402 | 2920 |
| Tap cell | 46 | 57.6 |
| Inverter | 1 | 3.75 |
| Multi-Input combinational cell | 9 | 108 |
| Timing Repair Buffer | 17 | 115 |
Power is estimated from default activity; no workload was simulated.
