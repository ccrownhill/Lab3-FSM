### flow/run.sh
#!/bin/bash
# OpenROAD 26Q1-2900-gdf79404cd8, Yosys 0.63+post, stock flow scripts
make -C /OpenROAD-flow-scripts/flow DESIGN_CONFIG=/design/flow/config.mk WORK_HOME=/design/flow/orfs finish
### flow/config.mk
export PLATFORM = sky130hd
export DESIGN_NAME = f1_light
export DESIGN_NICKNAME = f1_light
export VERILOG_FILES = /design/flow/design.v
export SDC_FILE = /design/flow/constraint.sdc
export NUM_CORES = 4
export LEC_CHECK = 1
export CORE_AREA = 10 10 95 95
export DIE_AREA = 0 0 105 105
export SYNTH_HDL_FRONTEND = slang
### flow/constraint.sdc
current_design f1_light

set clk_period 4.6
set clk_io_pct 0.2

create_clock -name clk0 -period $clk_period [get_ports {clk}]

set non_clock_inputs [all_inputs -no_clocks]
set_input_delay [expr $clk_period * $clk_io_pct] -clock clk0 $non_clock_inputs
set_output_delay [expr $clk_period * $clk_io_pct] -clock clk0 [all_outputs]
### flow/design.v
module f1_fsm #(
	parameter NUM_LIGHTS = 8
)(
	input logic en,
	input logic rst,
	input logic clk,
	output logic [NUM_LIGHTS-1:0] data_out
);
typedef enum {IDLE, S1, S2, S3, S4, S5, S6, S7, S8} my_state;
my_state current_state, next_state;
always_ff @ (posedge clk) begin
	if (rst) begin
		data_out <= {NUM_LIGHTS{1'b0}};
		current_state <= IDLE;
	end
	else if (en) begin
		current_state <= next_state;
		if (data_out == {NUM_LIGHTS{1'b1}})
			data_out <=  {NUM_LIGHTS{1'b0}};
		else
			data_out <= (data_out << 1) + 1'b1;
	end
end
always_comb
	case (current_state)
		IDLE:	next_state = S1;
		S1:	next_state = S2;
		S2:	next_state = S3;
		S3:	next_state = S4;
		S4:	next_state = S5;
		S5:	next_state = S6;
		S6:	next_state = S7;
		S7:	next_state = S8;
		S8:	next_state = IDLE;
	endcase
endmodule
module clktick #(
	parameter WIDTH = 16
)(
  input  logic             clk,       
  input  logic             rst,       
  input  logic             en,        
  input  logic [WIDTH-1:0] N,     	  
  output logic  		       tick       
);
logic [WIDTH-1:0] count;
always_ff @ (posedge clk)
    if (rst) begin
        tick <= 1'b0;
        count <= N;  
        end
    else if (en) begin
	    if (count == 0) begin
		    tick <= 1'b1;
		    count <= N;
	        end
	    else begin
		    tick <= 1'b0;
		    count <= count - 1'b1;
	        end
        end
endmodule
module f1_light #(
	parameter NUM_LIGHTS = 8,
		  WAIT_TICK_BITS = 16
)(
	input logic en,
	input logic clk,
	input logic rst,
	input [WAIT_TICK_BITS-1:0] N,
	output logic [NUM_LIGHTS-1:0] data_out
);
logic light_en;
clktick #(WAIT_TICK_BITS) my_clktick (
	.clk (clk),
	.rst (rst),
	.en (en),
	.N (N),
	.tick (light_en)
);
f1_fsm #(NUM_LIGHTS) my_f1_fsm (
	.en (light_en),
	.rst (rst),
	.clk (clk),
	.data_out (data_out)
);
endmodule
==> impl_summary.log <==
[flow] collecting metrics
INFO  metric run_status = finished clean
INFO  metric residual_overflow_from_global_routing = 0
INFO  metric yosys.cell_types.count = 34
INFO  metric fin_setup_tns = 0 ns
INFO  metric min-delay-start = my_f1_fsm.data_out[7]
INFO  metric htreeDepth = 1
INFO  metric min-delay-path-class = flop to flop
INFO  metric syn_to_final_growth = 30.6%
INFO  metric syn_avg_cell_area = 10.6 sq um
INFO  metric static-leakage-power = 0.544 nW
INFO  metric final_critical_path_time_including_i_o_delays_and_setup = 2.41 ns
INFO  metric die_width = 105 um
INFO  metric cts.sink_count = 25
INFO  metric gp_congestion = 0.795
INFO  metric std_cell_rows = 30
INFO  metric cts_tree = yes
INFO  metric route.vias.total = 977
INFO  metric syn-cell-area = 1340 sq um
INFO  metric max_cap_violations = 0
INFO  metric r2r-start = my_clktick.count[0]
INFO  metric grt_pass1_vias = 987
INFO  metric synthTopCellsByArea = sky130_fd_sc_hd__edfxtp_1 36%, sky130_fd_sc_hd__dfxtp_1 13%, sky130_fd_sc_hd__nor2_1 7.0%
INFO  metric ys_warn_count = 0
INFO  metric global_route.usage.total = 5.06%
INFO  metric syn_inst = 127
INFO  metric max_freq = 415 MHz
INFO  metric cts_hold_repair.buffers = 0
INFO  metric cts_root_buf = sky130_fd_sc_hd__clkbuf_8
INFO  metric max_slew.worst_pin.slew = 0.781 ns
INFO  metric seq_area_frac_synth = 49.2%
INFO  metric fp_util = 19.4%
INFO  metric vias_per_cell = 3.89
INFO  metric power_density = 269 nW/um^2
INFO  metric end_kind = flop
INFO  metric stage_log_warnings = 26
INFO  metric route.detailed.wl_per_inst = 11.4 um
INFO  metric design_area = 1750 sq um
INFO  metric setup_viol_count_final = 0
INFO  metric hpwl = 2.07 mm
INFO  metric post-synth-top-area-fraction = 35.8%
INFO  metric hold_violations = 0
INFO  metric layout-drive-gt1-share = 13.5%
INFO  metric critical_path_class = input pin to flop
INFO  metric io-pin-count = 27
INFO  metric insertedDiodeCount = 0
INFO  metric place_area = 1710 sq um
INFO  metric slew_violations = 0
INFO  metric critPathLaunchType = input pin
INFO  metric detail_route.drc_violations = 0
INFO  metric ys_ff = 25
INFO  metric detail_route.wirelength = 2.86 mm
INFO  metric grt_first_pass_wirelength = 4.68 mm
INFO  metric synth_stat.cells = 127
INFO  metric max-vdd-ir-drop = 102 uV
INFO  metric insertion_delay = 0.27 ns
INFO  metric antenna_violating_nets_post_route = 0
INFO  metric inserted_clock_buffers = 3
INFO  metric grt_start_max_net_pins = 19
INFO  metric synthDominantAreaCellType = sky130_fd_sc_hd__edfxtp_1
INFO  metric min_delay_path_depth = 2
INFO  metric antenna_found_initial = 0
INFO  metric clock_skew = 0.00735 ns
INFO  metric synth-area-yosys = 1340 sq um
INFO  metric clock_pin_slew_on_the_worst_setup_and_hold_paths = 0.09 ns
INFO  metric period_utilization = 52.4%
INFO  metric design.core.area = 6910 sq um
INFO  metric die_h = 105 um
INFO  metric cp_data_required_time = 4.63 ns
INFO  metric cts.path.max_buffers = 2
INFO  metric r2r.worst_path.cells = 6
INFO  metric post_cts_buffers = 0
INFO  metric crit_fanout = 18
INFO  metric design.die.area = 11,000 sq um
INFO  metric rel_slew_slack = 47.8%
INFO  metric startpoint = rst
INFO  metric portBuffers = 26
INFO  metric detailedRoute.firstPassIterationCount = 4
INFO  metric detailedRoute.firstIterationViolations = 37
INFO  metric cts_resized = 0
INFO  metric rsz0062_at_grt = no
INFO  metric worst-endpoint-arrival = 2.44 ns
## cell usage in the layout, fill, tap and decap left out
cell,n
sky130_fd_sc_hd__clkbuf_1,1
sky130_fd_sc_hd__or2_2,1
sky130_fd_sc_hd__o21ai_0,1
sky130_fd_sc_hd__nor3_2,1
sky130_fd_sc_hd__clkdlybuf4s50_1,26
sky130_fd_sc_hd__or3_1,2
sky130_fd_sc_hd__nor4_1,1
sky130_fd_sc_hd__a21oi_2,10
sky130_fd_sc_hd__nor4_4,1
sky130_fd_sc_hd__ha_1,2
sky130_fd_sc_hd__xor2_1,9
sky130_fd_sc_hd__nand3_1,2
sky130_fd_sc_hd__clkinv_1,1
sky130_fd_sc_hd__nor2b_1,1
sky130_fd_sc_hd__a21oi_1,3
sky130_fd_sc_hd__nor4_2,1
sky130_fd_sc_hd__nor2_1,25
sky130_fd_sc_hd__nand3b_1,2
sky130_fd_sc_hd__edfxtp_1,16
sky130_fd_sc_hd__nor3_1,2
sky130_fd_sc_hd__nor3b_1,1
sky130_fd_sc_hd__clkbuf_8,3
sky130_fd_sc_hd__a22oi_1,7
sky130_fd_sc_hd__a31oi_1,2
sky130_fd_sc_hd__nand4b_1,1
sky130_fd_sc_hd__xnor2_1,3
sky130_fd_sc_hd__o21a_1,1
sky130_fd_sc_hd__mux2_2,1
sky130_fd_sc_hd__inv_1,3
sky130_fd_sc_hd__nor4b_1,1
sky130_fd_sc_hd__a41oi_2,1
sky130_fd_sc_hd__buf_4,2
sky130_fd_sc_hd__nand2_1,5
sky130_fd_sc_hd__dfxtp_1,9
sky130_fd_sc_hd__nand4_1,5
sky130_fd_sc_hd__mux2i_1,2
## layout make-up
type                       instances  area [sq um]
fill                             752          5150
sequential                        25           661
inverter                           4          15.0
multi-input combinational         94           637
clock buffer                       4          45.0
tap                               96           120
timing repair buffer              28           275
## per-layer routing
metal  share of wire, %  global-route usage [%]  vias to the layer above  routed length [um]
met5                  0                       0                        -                   0
met4               0.67                   0.392                        0                  19
met3                7.8                    2.30                        2                 222
met2                 38                    6.58                       27                1090
met1                 53                    7.72                      433                1520
li1                   -                       -                      515                   -
## logic make-up after synthesis
group	synth area share, %
flip-flops	49.2
XOR/XNOR	7.83
multiplexers	2.33
AND/OR/NAND/NOR	20.8
buffers and inverters	3.35
adder cells (fa/ha/maj)	1.86
AND-OR/OR-AND	14.6
## where the power goes
part	internal [mW]	total [mW]	switching, mW
Sequential	0.258	0.275	0.0171
Clock	0.0619	0.128	0.0661
Combinational	0.0368	0.0678	0.0310
## worst max-delay path: stages
cell and delay [ns]:
sky130_fd_sc_hd__clkdlybuf4s50_1 0.61, sky130_fd_sc_hd__a41oi_2 0.27, sky130_fd_sc_hd__buf_4 0.27, sky130_fd_sc_hd__mux2_2 0.35
## per-stage QoR
| step | utilization [%] | total power, mW | std cells | worst slack [ns] | hold slack, ns |
|---|---|---|---|---|---|
| finish | 25.4 | 0.471 | 251 | 2.19 | 0.567 |
| global route | 25.4 | 0.493 | 251 | 2.11 | 0.612 |
| CTS | 25.4 | 0.479 | 251 | 2.20 | 0.572 |
| detailed placement | 24.7 | 0.349 | 247 | 1.91 | 0.548 |
| global placement | 24.7 | 0.349 | 247 | 1.94 | 0.541 |
| floorplan | - | 0.323 | 127 | 2.77 | 0.479 |
## synthesized netlist by cell type
library cell	instances
sky130_fd_sc_hd__nor2_1	25
sky130_fd_sc_hd__edfxtp_1	16
sky130_fd_sc_hd__a21oi_2	10
sky130_fd_sc_hd__dfxtp_1	9
sky130_fd_sc_hd__xor2_1	9
sky130_fd_sc_hd__a22oi_1	7
sky130_fd_sc_hd__nand2_1	5
sky130_fd_sc_hd__nand4_1	5
sky130_fd_sc_hd__a21oi_1	3
sky130_fd_sc_hd__inv_1	3
sky130_fd_sc_hd__xnor2_1	3
sky130_fd_sc_hd__a31oi_1	2
sky130_fd_sc_hd__buf_6	2
sky130_fd_sc_hd__clkbuf_1	2
sky130_fd_sc_hd__ha_1	2
sky130_fd_sc_hd__mux2i_1	2
sky130_fd_sc_hd__nand3_1	2
sky130_fd_sc_hd__nand3b_1	2
sky130_fd_sc_hd__nor3_1	2
sky130_fd_sc_hd__or3_1	2
sky130_fd_sc_hd__a41oi_2	1
sky130_fd_sc_hd__clkinv_1	1
sky130_fd_sc_hd__mux2_2	1
sky130_fd_sc_hd__nand4b_1	1
sky130_fd_sc_hd__nor2b_1	1
sky130_fd_sc_hd__nor3_2	1
sky130_fd_sc_hd__nor3b_1	1
sky130_fd_sc_hd__nor4_1	1
sky130_fd_sc_hd__nor4_2	1
sky130_fd_sc_hd__nor4_4	1
sky130_fd_sc_hd__nor4b_1	1
sky130_fd_sc_hd__o21a_1	1
sky130_fd_sc_hd__o21ai_0	1
sky130_fd_sc_hd__or2_2	1
## sequential cells by signal (all words and copies together) (netlist names)
register            count
my_clktick.count       16
my_clktick.tick         1
my_f1_fsm.data_out      8
## worst paths after layout
check / endpoint / slack [ns]
setup reg to reg: my_clktick.count[14] / 2.49
setup / recovery: my_clktick.count[0] / 2.19
hold reg to reg: my_f1_fsm.data_out[7] / 0.57
hold / removal: my_f1_fsm.data_out[7] / 0.57
Power is estimated from default activity; no workload was simulated.
